$ cat design/flow/design.v
module seq_detect_1011(seq_seen, inp_bit, reset, clk);
  output seq_seen;     
  input inp_bit;
  input reset;
  input clk;
  parameter IDLE = 0,
            SEQ_1 = 1, 
            SEQ_10 = 2,
            SEQ_101 = 3,
            SEQ_1011 = 4;
  reg [2:0] current_state, next_state;
  assign seq_seen = current_state == SEQ_1011 ? 1 : 0;   
  always @(posedge clk)
  begin
    if(reset)
    begin
      current_state <= IDLE;
    end
    else
    begin
      current_state <= next_state;
    end
  end
  always @(inp_bit or current_state)
  begin
    case(current_state)
      IDLE:
      begin
        if(inp_bit == 1)
          next_state = SEQ_1;
        else
          next_state = IDLE;
      end
      SEQ_1:
      begin
        if(inp_bit == 1)
          next_state = IDLE;       
        else
          next_state = SEQ_10;
      end
      SEQ_10:
      begin
        if(inp_bit == 1)
          next_state = SEQ_101;
        else
          next_state = IDLE;
      end
      SEQ_101:
      begin
        if(inp_bit == 1)
          next_state = SEQ_1011;
        else
          next_state = IDLE;
      end
      SEQ_1011:
      begin
        next_state = IDLE;
      end
    endcase
  end
endmodule
$ cat design/flow/run.sh
#!/bin/bash
# OpenROAD 26Q1-2900-gdf79404cd8, Yosys 0.63+post, stock flow scripts
make -C /OpenROAD-flow-scripts/flow DESIGN_CONFIG=/design/flow/config.mk WORK_HOME=/design/flow/orfs finish
$ cat design/flow/config.mk
export PLATFORM = sky130hd
export DESIGN_NAME = seq_detect_1011
export DESIGN_NICKNAME = seq_detect_1011
export VERILOG_FILES = /design/flow/design.v
export SDC_FILE = /design/flow/constraint.sdc
export NUM_CORES = 4
export LEC_CHECK = 1
export CORE_AREA = 10 10 70 70
export DIE_AREA = 0 0 80 80
$ cat design/flow/constraint.sdc
current_design seq_detect_1011

set clk_period 1.0
set clk_io_pct 0.2

create_clock -name clk0 -period $clk_period [get_ports {clk}]

set non_clock_inputs [all_inputs -no_clocks]
set_input_delay [expr $clk_period * $clk_io_pct] -clock clk0 $non_clock_inputs
set_output_delay [expr $clk_period * $clk_io_pct] -clock clk0 [all_outputs]
==> out/results.tsv <==
stage	metric	value	unit
clock_network	CTS tree	built	
global_route	vias in the first global route	155	
yosys	Mapped Area	180	um2
power_and_ir_drop	LEAKAGE	0.133	nW
place	Port Buf Inserts	3	
final_timing	Final Cycle Share	112	%
final_timing	Max Clk Rate	896	MHz
yosys	Synth top area share	33.3	%
final_timing	RSZ-0062 raised after global routing	true	
finish	share of cells above drive strength 1	41.4	%
routing	drt pass-1 iters	4	
status	status	finished with violations	
final_timing	fin crit period	1120	ps
final_timing	number of unconstrained endpoints	3	
worst_setup_path	CP cell instances	nor3b_4 > buf_2	
finish	Layout Utilization	9.96	%
finish	dominant logic cell types in the final layout	5 x buf_4, 4 x nor2b_1, 3 x clkbuf_4, 3 x dlxtn_1	
final_timing	Max-slew headroom	88.7	%
yosys	yosys warns	1	
floorplanning	Core ar.	0.00342	mm2
power_and_ir_drop	Comb pwr share	4.8	%
worst_setup_path	max incr delay on CP	330	ps
floorplanning	# IOs	4	
final_timing	Slew Limit Fails	0	
final_timing	measured slew at the worst slew-check pin	169	ps
routing	DRC Markers	0	
worst_setup_path	Crit path max-delay family	flip-flops	
power_and_ir_drop	Max IR drop VDD	211	uV
power_and_ir_drop	share of power burned in registers	34.3	%
global_route	initial antenna violation count	0	
floorplanning	Initial Util	5.27	%
power_and_ir_drop	Power Dens Cells	1060	mW/mm2
worst_setup_path	CP arrival	920	ps
finish	Post-Layout Cell Count	75	
yosys	post-synth cell types	9	
floorplanning	Die Y	80	um
worst_setup_path	crit path max fanout	2	
clock_network	root buffer selected by CTS	clkbuf_4	
final_timing	Hold WS	561	ps
finish	Area Growth Syn to Fin	88.9	%
min_path	hold crit path type	in -> reg	
global_route	gr usage total	1.53	%
worst_setup_path	crit start category	register	
clock_network	Reg clk slew, reported paths	40	ps
status	violated checks	negative setup slack	
final_timing	register pins left without a clock	3	
clock_network	total CTS buffers	3	
worst_setup_path	CP required	800	ps
yosys	chip area estimate from yosys synthesis	180	um2
worst_setup_path	CP endpoint kind	primary output	
global_route	Congestion Overflow GR	0	
yosys	Avg Cell Area, Syn	10.6	um2
power_and_ir_drop	Clk pwr share	60.9	%
routing	vias per cell	2.19	
power_and_ir_drop	Net Sw Power	0.0000767	W
yosys	Registers, synthesis	6	
clock_network	H-tree depth	1	
yosys	Synth Instances	17	
floorplanning	Chip Area	0.00640	mm2
global_route	pin count of the biggest net entering global routing	5	
routing	antenna cells	0	
routing	Routed Wire Length	471	um
power_and_ir_drop	Sw Share	21.3	%
power_and_ir_drop	PnR Total Power	0.000360	W
final_timing	Final WS setup	-116	ps
place	DP Cell Count	69	
clock_network	clock tree buffer depth	2	
run	Log Warnings	27	
routing	routed len/inst	6.28	um
yosys	cell count in the Yosys report	17	
routing	via count	164	
floorplanning	FP Rows	21	
worst_setup_path	critical path class	reg -> out	
global_route	first-pass GRT wire length	752	um
finish	most numerous logic cell after layout	buf_4	
worst_setup_path	slowest CP cell	dfxtp_2	
worst_setup_path	worst path bufs/invs	1	
clock_network	CTS Hold Buffers Added	0	
yosys	top cells, area	dfxtp_1 33%, dlxtn_1 25%, nor2b_1 14%	
place	GPL Wtd Cong	0.704	
power_and_ir_drop	Internal	0.000284	W
yosys	largest area contributor in the synthesized netlist	dfxtp_1	
final_timing	Final setup viols	1	
place	half-perimeter wire length after placement	343	um
final_timing	Fin. Hold Viols	0	
run	number of max-cap violations	0	
routing	ANT nets after route	0	
routing	First DRT Iteration DRCs	6	
floorplanning	Die X-Extent	80	um
## metrics by stage
| stage | setup TNS (ps) | setup WS [ps] | instance area (um2) |
|---|---|---|---|
| after CTS | -125 | -125 | 325 |
| final | -116 | -116 | 340 |
| after floorplan | 0 | 300 | 180 |
| after detailed placement | -359 | -359 | 290 |
| after global placement | -312 | -312 | 290 |
| after global routing | -149 | -149 | 340 |
## cell usage after synthesis (all sizes together)
master,instances
nor2b,4
nor3b,2
dfxtp,3
a21oi,1
nand3b,1
or3b,1
dlxtn,3
o21a,1
and3,1
## worst paths after layout
| path | to | cells past startpoint | slack (ps) | startpoint |
|---|---|---|---|---|
| max | seq_seen | 2 | -120 | current_state[0] |
| min | current_state[2] | 2 | 560 | reset |
## flip-flops by register name (all words and copies together), names as in the netlist
signal,cells
current_state,3
next_state,3
## cell families (layout without fill, tap and decap cells)
group / after synthesis / count (layout) / share of synthesized area [%]
compound gates: 2 / 2 / 6.94
buf+inv: 0 / 12 / 0
flops: 3 / 3 / 33.3
latches: 3 / 3 / 25.0
simple gates: 9 / 9 / 34.7
## what timing repair did
item	CTS	global route
endpoints found under the setup margin	1	1
buffers inserted	0	2
resized	8	0
pin swaps	1	0
## metal layers
metal | routed length [um] | global-route usage (%) | up-vias
met1 | 214 | 1.80 | 74
li1 | - | - | 83
met5 | 0 | 0 | -
met3 | 121 | 2.16 | 0
met4 | 0 | 0.176 | 0
met2 | 136 | 1.52 | 7
## cell type report
class | instances | area, um2
fill | 400 | 3080
sequential | 6 | 108
multi-input combinational | 11 | 86.3
timing repair buffer | 8 | 62.6
tap | 46 | 57.6
clock buffer | 4 | 26.3
## power by group through the flow
stage	sequential [W]	combinational, W	clock (W)
4_1_cts	0.000124	0.0000173	0.000227
5_1_grt	0.000124	0.0000192	0.000241
6_report	0.000124	0.0000173	0.000219
Power is estimated from default activity; no workload was simulated.
