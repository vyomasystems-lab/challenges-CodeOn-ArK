==> ./design.v <==
module mux(sel,inp0, inp1, inp2, inp3, inp4, inp5, inp6, inp7, inp8, 
           inp9, inp10, inp11, inp12, inp13, inp14, inp15, inp16, inp17,
           inp18, inp19, inp20, inp21, inp22, inp23, inp24, inp25, inp26,
           inp27, inp28, inp29, inp30, out);   
  input [4:0] sel;
  input [1:0] inp0, inp1, inp2, inp3, inp4, inp5, inp6,
            inp7, inp8, inp9, inp10, inp11, inp12, inp13, 
            inp14, inp15, inp16, inp17, inp18, inp19, inp20,
            inp21, inp22, inp23, inp24, inp25, inp26,
            inp27, inp28, inp29, inp30;  
  output [1:0] out;
  reg [1:0] out;
  always @(sel or inp0  or inp1 or  inp2 or inp3 or inp4 or inp5 or inp6 or
            inp7 or inp8 or inp9 or inp10 or inp11 or inp12 or inp13 or 
            inp14 or inp15 or inp16 or inp17 or inp18 or inp19 or inp20 or
            inp21 or inp22 or inp23 or inp24 or inp25 or inp26 or inp27 or 
            inp28 or inp29 or inp30 )    
  begin
    case(sel)
      5'b00000: out = inp0;  
      5'b00001: out = inp1;  
      5'b00010: out = inp2;  
      5'b00011: out = inp3;  
      5'b00100: out = inp4;  
      5'b00101: out = inp5;  
      5'b00110: out = inp6;  
      5'b00111: out = inp7;  
      5'b01000: out = inp8;  
      5'b01001: out = inp9;  
      5'b01010: out = inp10;
      5'b01011: out = inp11;
      5'b01101: out = inp12;
      5'b01101: out = inp13;
      5'b01110: out = inp14;
      5'b01111: out = inp15;
      5'b10000: out = inp16;
      5'b10001: out = inp17;
      5'b10010: out = inp18;
      5'b10011: out = inp19;
      5'b10100: out = inp20;
      5'b10101: out = inp21;
      5'b10110: out = inp22;
      5'b10111: out = inp23;
      5'b11000: out = inp24;
      5'b11001: out = inp25;
      5'b11010: out = inp26;
      5'b11011: out = inp27;
      5'b11100: out = inp28;
      5'b11101: out = inp29;
      default: out = 0;
    endcase
  end
endmodule 
==> ./run.sh <==
#!/bin/bash
# OpenROAD 26Q1-2900-gdf79404cd8, Yosys 0.63+post, stock flow scripts
make -C /OpenROAD-flow-scripts/flow DESIGN_CONFIG=/design/flow/config.mk WORK_HOME=/design/flow/orfs finish
==> ./config.mk <==
export PLATFORM = sky130hd
export DESIGN_NAME = mux
export DESIGN_NICKNAME = mux
export VERILOG_FILES = /design/flow/design.v
export SDC_FILE = /design/flow/constraint.sdc
export NUM_CORES = 4
export LEC_CHECK = 1
export CORE_AREA = 10 10 72 72
export DIE_AREA = 0 0 82 82
==> ./constraint.sdc <==
current_design mux

set clk_period 1.9
set clk_io_pct 0.2

create_clock -name clk0 -period $clk_period

set non_clock_inputs [all_inputs -no_clocks]
set_input_delay [expr $clk_period * $clk_io_pct] -clock clk0 $non_clock_inputs
set_output_delay [expr $clk_period * $clk_io_pct] -clock clk0 [all_outputs]
==> impl_metrics.csv <==
group,metric,value,unit
run_status,status,"finished with violations",
cells_and_area,postLayoutCellArea,1740,um^2
floorplanning,num_rows,22,
cells_and_area,instances_no_fill,232,
run_status,violations,"negative setup slack",
power,p_int,0.218,mW
sta,max-slew-margin-rel,79.7,%
place,pre_cts_slack,-1.09,ns
drt,vias,1119,
setup_path,crit_path_cell_trace,"clkdlybuf4s50_1 -> nand3_1 -> o21ai_1 -> nand3_1 -> a21oi_2 -> or4_1 -> buf_2",
drt,antenna_cells,0,
setup_path,critPathSlowestCell,"or4_1",
sta,fmax,0.465,GHz
cells_and_area,logic_area,747,um^2
setup_path,start_kind,"input pin",
floorplanning,dieArea,6720,um^2
power,leakagePower,0.771,nW
cells_and_area,area_growth_syn_to_layout,156,%
cells_and_area,fin_util,47.2,%
place,port_buffers,65,
cells_and_area,final-seq-area,0,um^2
drt,antenna_left,0,
yosys,avgSynthCellArea,7.14,um^2
setup_path,slowest_delay,0.54,ns
yosys,yosys.cell_types.count,37,
drt,drc,0,
setup_path,path_class,"in -> out",
yosys,synth_area,678,um^2
grt,grtUsageTotal,10.4,%
sta,setup_viol,2,
grt,grt_max_degree,11,
floorplanning,initial_utilization,18.4,%
clock_tree,ctsHoldBuffers,0,
yosys,ys_seq_share,0,%
drt,drt_iter0_markers,31,
floorplanning,coreArea,3690,um^2
power,combPwrFrac,100.0,%
power,total_power,0.336,mW
power,peakVddDrop,0.0876,mV
floorplanning,die_x,82,um
grt,grt_pass1_wl,5570,um
drt,viasPerCell,4.82,
place,dp.cells,224,
yosys,ys_cells,95,
setup_path,worstPathRequired,1.52,ns
drt,wl_per_cell,15.3,um
run,log.warning_count,39,
power,switching_share,35.3,%
power,p_seq_share,0,%
floorplanning,ioPinCount,69,
grt,antenna_found_initial,0,
run,drv_cap,0,
sta,post-route-period-util,113,%
drt,drt_pass1_iterations,4,
sta,fin_ws,-0.251,ns
power,power_switching,0.119,mW
grt,grt_pass1_vias,1211,
setup_path,startpoint,"inp29[0]",
power,clock_power_share,0,%
sta,tightest_slew,0.303,ns
cells_and_area,nFillCells,356,
yosys,ys_area,678,um^2
place,place_area,1530,um^2
setup_path,crit_path_end_kind,"primary output",
floorplanning,die_h,82,um
setup_path,crit_arrival,1.77,ns
place,hpwl,2850,um
place,place.gp.congestion,0.904,
sta,hold_violations,0,
setup_path,critical_path.most_common_cell,"nand3_1",
drt,drt_wl_total,3550,um
min_path,hp-class,"in -> out",
grt,grt-ovfl-total,0,
sta,timing.final.crit_period,2.15,ns
setup_path,endpoint,"out[0]",
cells_and_area,flops,0,
setup_path,critPathMaxFanout,1,
cells_and_area,drive_above_1_share,39.1,%
sta,rsz0062_at_grt,"yes",
sta,slew_viol_final,0,
cells_and_area,n_clock_buffer,0,
yosys,netlist_instances,95,
power,p_per_area,193,nW/um^2
yosys,ys_warn_count,1,
power groups by stage:
stage	Combinational (mW)	Clock [mW]	Sequential [mW]
after global routing	0.362	0	0
after CTS	0.326	0	0
final	0.336	0	0
cell families after synthesis:
kind of cell / share of synthesized area, %
AOI/OAI and AO/OA: 20.7
buffers and inverters: 9.78
muxes: 29.3
and+or+nand+nor: 40.2
how the worst min path moves through the flow:
stage / from / endpoint / slack, ns / depth (start not counted)
6_report: sel[4] / out[1] / 1.38 / 4
4_1_cts: sel[3] / out[1] / 1.37 / 4
5_1_grt: sel[4] / out[1] / 1.43 / 4
final cells by class:
| cell class | instances | share of cell area (%) |
|---|---|---|
| inverters | 2 | 0.576 |
| multi-input cells | 82 | 42.9 |
| well taps | 48 | 3.45 |
| repair buffers | 100 | 53.0 |
repair_timing:
item	4_1_cts	5_1_grt
pin swaps	32	6
buffers inserted	6	1
setup endpoints to repair	2	2
gates resized	109	14
hold endpoints to repair	0	0
gates cloned	2	0
Yosys cell counts, types with 2 or more instances:
| master | instances | area, um^2 |
|---|---|---|
| a21oi_1 | 3 | 15.0 |
| nand4_1 | 6 | 37.5 |
| clkbuf_1 | 3 | 11.3 |
| nand3b_1 | 3 | 22.5 |
| inv_1 | 2 | 7.51 |
| a22o_1 | 2 | 17.5 |
| nor3b_1 | 2 | 15.0 |
| a22oi_1 | 2 | 15.0 |
| o21ai_0 | 2 | 10.0 |
| mux2i_1 | 6 | 60.1 |
| mux2_2 | 7 | 78.8 |
| nor2_1 | 2 | 7.51 |
| nand3_1 | 13 | 65.1 |
| mux4_2 | 2 | 45.0 |
| buf_2 | 5 | 25.0 |
| a31oi_1 | 5 | 31.3 |
| or3_1 | 2 | 12.5 |
| nor3_1 | 5 | 25.0 |
| nor2b_1 | 5 | 31.3 |
cell usage in the layout, fill, tap and decap left out, types with 4 or more instances in the layout:
master	Yosys	routed
a31oi_1	5	4
nand4_1	6	6
buf_4	1	23
buf_2	5	4
dlygate4sd2_1	0	34
nand3_1	13	10
buf_6	1	11
mux2i_1	6	6
clkdlybuf4s50_1	0	20
mux2_4	1	7
layer usage:
metal,part of all wire (%),up-vias,global-route usage [%]
li1,-,560,-
met1,44,519,13.0
met2,48,40,17.6
met3,7.9,0,3.85
met4,0,0,0
met5,0,-,0
critical path, delay by kind of cell:
family	cells	cell delay, ns
buffers and inverters	2	0.54
and+or+nand+nor	3	0.73
AOI/OAI and AO/OA	2	0.13
stage by stage:
step	hold slack, ns	setup TNS [ns]
finish	1.38	-0.417
global route	1.43	-0.610
CTS	1.37	-0.434
detailed placement	1.99	-2.15
global placement	1.99	-2.13
floorplan	0.949	-0.0459
Power figures rest on the tool's default switching activity, not on a simulated workload.
